$ cat design.v
`timescale 1ns / 1ps
module clk_gen(
input clk, rst,
input [16:0] baud,
output reg tx_clk, rx_clk
);
int rx_max =0, tx_max = 0;
int rx_count = 0 , tx_count = 0;
always@(posedge clk) begin
		if(rst)begin
			rx_max <= 0;
			tx_max <= 0;	
			end
		else begin 		
			case(baud)
				4800 :	begin
				          rx_max <=11'd651;
						  tx_max <=14'd10416;	
			            end
				9600  : begin
				          rx_max <=11'd325;
						  tx_max <=14'd5208;
				    	end
				14400 : begin 
				          rx_max <=11'd217;
						  tx_max <=14'd3472;
						 end
				19200 : begin 
				          rx_max <=11'd163;
						  tx_max <=14'd2604;
						end
				38400: begin
				          rx_max <=11'd81;
						  tx_max <=14'd1302;
						end
				57600 : begin 
				          rx_max <=11'd54;
						  tx_max <=14'd868;	
						end 						
				115200: begin 
				          rx_max <=11'd27;
						  tx_max <=14'd434;	
						end
				128000: begin 
				          rx_max <=11'd24;
						  tx_max <=14'd392;	
				    	end
				 default: begin 
				          rx_max <=11'd325;
						  tx_max <=14'd5208;	
						 end
			endcase
		end
	end
always@(posedge clk)
begin
 if(rst) 
   begin
     rx_max   <= 0;
     rx_count <= 0;
     rx_clk <= 0;
   end
 else 
 begin
    if(rx_count <= rx_max)
       begin
         rx_count <= rx_count + 1;
       end
    else 
       begin
        rx_clk   <= ~rx_clk;
        rx_count <= 0;
       end
 end
end
always@(posedge clk)
begin
 if(rst) 
   begin
     tx_max   <= 0;
     tx_count <= 0;
     tx_clk <= 0;
   end
 else 
 begin
    if(tx_count <= tx_max)
       begin
         tx_count <= tx_count + 1;
       end
    else 
       begin
        tx_clk   <= ~tx_clk;
        tx_count <= 0;
       end
 end
end
endmodule
module uart_rx(
    input rx_clk,rx_start,
    input rst, rx,
    input [3:0] length,
    input parity_type,parity_en,
    input stop2,
    output reg [7:0] rx_out,
    output logic rx_done, rx_error
    );
 logic parity = 0;   
 logic [7:0] datard = 0;
 int count = 0;
 int bit_count = 0;
 typedef enum bit [2:0] {idle = 0, start_bit = 1, recv_data = 2, check_parity = 3, check_first_stop = 4, check_sec_stop= 5, done = 6} state_type;
 state_type state = idle, next_state = idle;
    always@(posedge rx_clk)
    begin
      if(rst)
       state <= idle;
      else
       state <= next_state;
    end
    always@(*)
    begin
      case(state)
         idle: 
          begin
             rx_done  = 0;
             rx_error = 0;
             if(rx_start && !rx)
                next_state = start_bit;
             else
                next_state = idle;
         end
         start_bit: 
         begin
               if(count == 7 && rx)
                  begin
                   next_state = idle;
                  end
                else if (count == 15)
                  begin
                   next_state = recv_data;
                  end
                else
                  begin
                  next_state = start_bit;
                  end
         end
            recv_data: begin
               if(count == 7)
                   begin
                   datard[7:0]   =  {rx,datard[7:1]};   
                   end
               else if(count == 15 && bit_count == (length - 1))
                  begin
                     case(length)
                     5: rx_out = datard[7:3];
                     6: rx_out = datard[7:2];
                     7: rx_out = datard[7:1];
                     8: rx_out = datard[7:0];
                     default : rx_out = 8'h00;
                   endcase
                if(parity_type)
                  parity = ^datard;
               else
                  parity  = ~^datard;
                     if(parity_en)
                        next_state = check_parity;
                     else
                        next_state = check_first_stop;
                  end
                else
                   next_state = recv_data;
             end  
          check_parity: begin
              if(count == 7) 
                  begin
                    if(rx == parity)
                       rx_error = 1'b0;
                    else
                       rx_error = 1'b1;
                   end  
             else if (count == 15) 
                    begin  
                    next_state = check_first_stop;
                    end
             else
                    begin
                    next_state = check_parity;
                    end
          end       
            check_first_stop : 
            begin
               if(count == 7)
                   begin
                      if(rx != 1'b1)
                          rx_error = 1'b1;
                      else
                          rx_error = 1'b0;
                   end
                else if (count == 15)
                   begin
                     if(stop2)
                        next_state = check_sec_stop;
                     else
                        next_state = done; 
                   end
            end
            check_sec_stop: begin
              if(count == 7)
                   begin
                      if(rx != 1'b1)
                          rx_error = 1'b1;
                      else
                          rx_error = 1'b0;
                   end
                else if (count == 15)
                   begin
                        next_state = done; 
                   end
             end
        done :  begin
           rx_done = 1'b1;
           next_state = idle;
           rx_error = 1'b0;
        end    
  endcase
    end
    always@(posedge rx_clk)
    begin
      case(state)
         idle: 
          begin
             count     <= 0;
             bit_count <= 0;
         end
         start_bit: 
         begin
            if(count < 15)
              count <= count + 1;
            else
              count <= 0;
         end
            recv_data: begin
            if(count < 15)
              count <= count + 1;
            else begin
              count <= 0;
              bit_count <= bit_count + 1;
              end
             end  
          check_parity: begin
              if(count < 15)
              count <= count + 1;
            else
              count <= 0;
          end       
            check_first_stop : 
            begin
             if(count < 15)
              count <= count + 1;
            else
              count <= 0;
            end
            check_sec_stop: begin
             if(count < 15)
              count <= count + 1;
            else
              count <= 0;
             end
        done :  begin
           count <= 0;
              count <= 0;
           bit_count <= 0;
        end    
  endcase
    end
endmodule
 module uart_top
 (
 input clk, rst,
 input tx_start, rx_start,
 input [7:0] tx_data,
 input [16:0] baud,
 input [3:0] length,
 input parity_type, parity_en,
 input stop2,
 output tx_done,rx_done, tx_err,rx_err,
 output [7:0] rx_out
 );
wire tx_clk, rx_clk;
wire tx_rx;
clk_gen clk_dut (clk, rst, baud,tx_clk, rx_clk); 
uart_tx tx_dut (tx_clk,tx_start, rst, tx_data, length, parity_type, parity_en, stop2, tx_rx, tx_done, tx_err);
uart_rx rx_dut (rx_clk, rx_start, rst, tx_rx, length,parity_type, parity_en, stop2,rx_out,rx_done, rx_err);
 endmodule
interface uart_if;
 logic clk, rst;
 logic tx_start, rx_start;
 logic [7:0] tx_data;
 logic [16:0] baud;
 logic [3:0] length;
 logic parity_type,parity_en;
 logic stop2;
 logic tx_done,rx_done,tx_err,rx_err;
 logic [7:0]rx_out;
endinterface
module uart_tx(
    input tx_clk,tx_start,
    input rst, 
    input [7:0] tx_data,
    input [3:0] length,
    input parity_type,parity_en,
    input stop2,
    output reg tx, tx_done, tx_err
    );
    logic [7:0] tx_reg;
    logic start_b = 0;
    logic stop_b  = 1;
    logic parity_bit = 0;
    integer count = 0;
    typedef enum bit [2:0]  {idle = 0, start_bit = 1, send_data = 2, send_parity = 3, send_first_stop = 4, send_sec_stop = 5, done = 6} state_type;
    state_type state = idle, next_state = idle;
    always@(posedge tx_clk)
    begin
       if(parity_type == 1'b1)  
         begin
            case(length)
              4'd5 : parity_bit = ^(tx_data[4:0]);  
              4'd6 : parity_bit = ^(tx_data[5:0]); 
              4'd7 : parity_bit = ^(tx_data[6:0]);
              4'd8 : parity_bit = ^(tx_data[7:0]);
              default : parity_bit = 1'b0; 
              endcase
         end
        else
         begin
            case(length)
              4'd5 : parity_bit = ~^(tx_data[4:0]); 
              4'd6 : parity_bit = ~^(tx_data[5:0]); 
              4'd7 : parity_bit = ~^(tx_data[6:0]);
              4'd8 : parity_bit = ~^(tx_data[7:0]);
              default : parity_bit = 1'b0; 
              endcase
         end 
    end
    always@(posedge tx_clk)
    begin
      if(rst)
       state <= idle;
      else
       state <= next_state;
    end
    always@(*)
    begin
    case(state)
      idle :
       begin
               tx_done     = 1'b0; 
               tx          = 1'b1;
               tx_reg      = {(8){1'b0}}; 
               tx_err      = 0;
               if(tx_start) 
                  next_state = start_bit;
                else
                  next_state = idle;
       end
      start_bit : 
      begin
                tx_reg      = tx_data;
                tx          = start_b;
                next_state  = send_data;
      end  
      send_data:
       begin
                if(count < (length - 1)) 
                   begin
                     next_state = send_data;
                     tx         = tx_reg[count];
                   end
                else if (parity_en)
                    begin
                    tx         = tx_reg[count];
                    next_state  = send_parity;
                    end
                else
                    begin
                    tx         = tx_reg[count];
                    next_state  = send_first_stop;
                    end
      end  
      send_parity: 
      begin
                 tx          = parity_bit;
                 next_state  = send_first_stop;
      end
      send_first_stop : 
      begin
          tx  = stop_b;
       if(stop2)
         next_state  = send_sec_stop;       
        else
         next_state  = done;
      end
      send_sec_stop : 
      begin
          tx          = stop_b;
          next_state  = done;
      end
    done :
    begin
         tx_done        = 1'b1;
         next_state  = idle;
    end
    default : next_state  = idle;
    endcase
    end
 always@(posedge tx_clk)
 begin
 case(state)
   idle : begin
     count <= 0;
   end
  start_bit : begin
    count  <= 0;
  end 
  send_data: begin
    count <= count + 1;
  end
  send_parity: begin
     count <= 0;
  end 
  send_first_stop : begin
    count <= 0;
  end
  send_sec_stop : begin
    count <= 0;
  end
  done : begin
    count <= 0;
  end
    default : count <= 0;
 endcase
 end
endmodule
$ cat run.sh
#!/bin/bash
# OpenROAD 26Q1-2900-gdf79404cd8, Yosys 0.63+post, stock flow scripts
make -C /OpenROAD-flow-scripts/flow DESIGN_CONFIG=/design/flow/config.mk WORK_HOME=/design/flow/orfs finish
$ cat constraint.sdc
current_design uart_top

set clk_period 5.0
set clk_io_pct 0.2

create_clock -name clk0 -period $clk_period [get_ports {clk}]

set non_clock_inputs [all_inputs -no_clocks]
set_input_delay [expr $clk_period * $clk_io_pct] -clock clk0 $non_clock_inputs
set_output_delay [expr $clk_period * $clk_io_pct] -clock clk0 [all_outputs]
$ cat config.mk
export PLATFORM = sky130hd
export DESIGN_NAME = uart_top
export DESIGN_NICKNAME = uart_top
export VERILOG_FILES = /design/flow/design.v
export SDC_FILE = /design/flow/constraint.sdc
export NUM_CORES = 4
export LEC_CHECK = 1
export CORE_UTILIZATION = 50
==> results.sh <==
# flow metrics
export IMPL_unclocked_regs=135
export IMPL_detailedPlacementHpwl_mm=13.8
export IMPL_worst_setup_path_endpoint="clk_dut.rx_count[22]$_SDFF_PP0_"
export IMPL_postCtsResizedCells=0
export IMPL_worstReg2RegStart="clk_dut.rx_count[0]$_SDFF_PP0_"
export IMPL_hold_slack_ns=0.471
export IMPL_cts_htree_levels=3
export IMPL_async_flop_share_pct=0
export IMPL_post_route_min_period_ns=2.50
export IMPL_critical_path_buf_inv_count=2
export IMPL_total_tool_warning_count=47
export IMPL_synthesis_area_mm2=0.0101
export IMPL_worst_case_reg_to_reg_path_depth=8
export IMPL_worstPathCellList="clkdlybuf4s50_1, nand2b_1, buf_4, nor2_1"
export IMPL_vias=7435
export IMPL_drt_first_pass_iters=7
export IMPL_final_area_mm2=0.0110
export IMPL_worstPathMaxFanout=19
export IMPL_dr_drc_count=0
export IMPL_post_cts_buffers=0
export IMPL_pin_count=48
export IMPL_number_of_unconstrained_endpoints=210
export IMPL_cp_data_required_time_ns=5.20
export IMPL_final_min_period_over_clock_period_pct=50.0
export IMPL_cp_num_cells=4
export IMPL_use_met3_pct=1.08
export IMPL_critPathLaunchType="input port"
export IMPL_initCoreUtil_pct=51.4
export IMPL_rsz0062_at_grt="false"
export IMPL_ys_warn_count=131
export IMPL_grt_util_met2_pct=30.4
export IMPL_fmax_mhz=400
export IMPL_critPathLaunch="rst"
export IMPL_clk_lat_worst_skew_ns=0.32
export IMPL_first_pass_grt_wire_length_mm=32.7
export IMPL_grtUsageMet1_pct=34.4
export IMPL_gpl_final_weighted_congestion=0.818
export IMPL_worstHoldPathType="reg2reg"
export IMPL_placement_cell_area_mm2=0.0107
export IMPL_finalSetupViolations=0
export IMPL_critical_path_top_delay_family="buffers and inverters"
export IMPL_timing_final_max_slew_violations=0
export IMPL_capturing_element_type_of_the_critical_path="register"
export IMPL_ff2ff_setup_slack_ns=2.83
export IMPL_finalClockSkew_ns=0.00609
export IMPL_tritoncts="yes"
export IMPL_chip_area_mm2=0.0208
export IMPL_yosysChipArea_mm2=0.0101
export IMPL_ys_flop_type="sky130_fd_sc_hd__dfxtp_1"
export IMPL_biggest_cell_delay_along_the_critical_path_ns=0.74
export IMPL_number_of_buffers_added_by_the_clock_tree_synthesis_step=9
export IMPL_postRouteAntennaNets=0
export IMPL_max_capacitance_violation_total=0
export IMPL_antenna_found_initial=0
export IMPL_clk_transition_reported_paths_ns=0.05
export IMPL_cts_hold_buffers=0
export IMPL_postSynthRegisterBits=201
export IMPL_grt_total_usage_pct=20.0
export IMPL_critPathKind="in2reg"
export IMPL_final_layout_size_suffix_gt1_share_pct=4.06
export IMPL_cts_root_to_sink_buffers=2
export IMPL_synth_yosys_num_cells=1108
export IMPL_grt_start_max_net_pins=68
export IMPL_p_leak_nw=3.94
export IMPL_route_detailed_vias_per_inst=5.32
export IMPL_globalRoute_totalOverflow=0
export IMPL_max_slew_margin_rel_pct=40.7
export IMPL_die_w_um=144
export IMPL_busiest_layer_in_global_routing="met1"
export IMPL_lay_top_count="sky130_fd_sc_hd__nor2_1"
export IMPL_antenna_diode_count=0
export IMPL_wl_mm=19.1
export IMPL_post_route_util_pct=56.1
export IMPL_chipHeight_um=144
export IMPL_outcome="complete, no violations"
export IMPL_power_density_mw_per_mm2=173
export IMPL_avgSynthCellArea_um2=9.12
export IMPL_hold_viol=0
export IMPL_drt_initial_drc_count=327
export IMPL_worst_slew_pin_slew_ns=0.883
export IMPL_commonest_non_fill_non_tap_cells_in_the_layout="188 x sky130_fd_sc_hd__nor2_1, 104 x sky130_fd_sc_hd__dfxtp_1, 94 x sky130_fd_sc_hd__xor2_1"
export IMPL_enable_flop_cells=64
export IMPL_post_synth_num_cell_types=66
export IMPL_rows=51
export IMPL_design_core_area_mm2=0.0197
export IMPL_wl_per_cell_um=13.6
export IMPL_areaGrowthSynthToFinish_pct=8.97
export IMPL_io_buffer_count=29
export IMPL_crit_arrival_ns=2.71
export IMPL_clock_root_buffer="sky130_fd_sc_hd__clkbuf_16"
export IMPL_number_of_global_route_vias_before_repair=6829
export IMPL_worst_ir_drop_vdd_uv=274
export IMPL_crit_reg2reg_capture="clk_dut.rx_count[21]$_SDFF_PP0_"
export IMPL_finalSetupTns_ns=0
export IMPL_crit_path_top_delay_cell="sky130_fd_sc_hd__clkdlybuf4s50_1"
export IMPL_netlist_instances=1108
==> final cells by class <==
cell class / instances / area, µm²
clock buffer: 13 / 270
clock inverter: 2 / 35.0
fill: 1814 / 8640
sequential: 201 / 4510
timing repair buffer: 39 / 365
tap: 265 / 332
inverter: 23 / 86.3
multi-input combinational: 855 / 5420
==> power by group <==
| part | leakage, nW | internal, W | switching [W] |
|---|---|---|---|
| clock network | 0.152 | 0.000423 | 0.000205 |
| registers | 1.86 | 0.000860 | 0.0000354 |
| logic | 1.93 | 0.000124 | 0.000255 |
==> cell usage after synthesis, types with 3 or more instances <==
cell,count,area [µm²]
sky130_fd_sc_hd__o211ai_1,3,22.5
sky130_fd_sc_hd__nor4_1,30,188
sky130_fd_sc_hd__nor3_1,29,145
sky130_fd_sc_hd__dlxtn_1,32,480
sky130_fd_sc_hd__o21ai_0,21,105
sky130_fd_sc_hd__nand3_1,63,315
sky130_fd_sc_hd__edfxtp_1,64,1920
sky130_fd_sc_hd__and3_1,26,163
sky130_fd_sc_hd__mux2i_1,3,30.0
sky130_fd_sc_hd__a211oi_1,4,30.0
sky130_fd_sc_hd__nor4b_1,3,26.3
sky130_fd_sc_hd__nand2b_1,6,37.5
sky130_fd_sc_hd__nor2_1,188,706
sky130_fd_sc_hd__a31oi_1,6,37.5
sky130_fd_sc_hd__ha_1,42,526
sky130_fd_sc_hd__clkbuf_1,22,82.6
sky130_fd_sc_hd__nor2_2,3,18.8
sky130_fd_sc_hd__dfxtp_1,105,2100
sky130_fd_sc_hd__and2_1,17,106
sky130_fd_sc_hd__xor2_1,94,823
sky130_fd_sc_hd__a21o_1,4,30.0
sky130_fd_sc_hd__nand2_1,90,338
sky130_fd_sc_hd__or3_1,12,75.1
sky130_fd_sc_hd__a222oi_1,5,50.1
sky130_fd_sc_hd__o21bai_1,3,22.5
sky130_fd_sc_hd__buf_1,5,18.8
sky130_fd_sc_hd__nand4_1,35,219
sky130_fd_sc_hd__nor2b_1,12,75.1
sky130_fd_sc_hd__and4_1,11,96.3
sky130_fd_sc_hd__xnor2_1,70,613
sky130_fd_sc_hd__nor3b_1,4,30.0
sky130_fd_sc_hd__a21oi_1,32,160
sky130_fd_sc_hd__inv_1,23,86.3
==> worst reg2reg max path, stage by stage, from the launching register on <==
cell                       delay (ns)
sky130_fd_sc_hd__dfxtp_1         0.34
sky130_fd_sc_hd__inv_1           0.07
sky130_fd_sc_hd__ha_1            0.15
sky130_fd_sc_hd__nor4b_1         0.34
sky130_fd_sc_hd__nand4_1         0.13
sky130_fd_sc_hd__o21bai_1        0.23
sky130_fd_sc_hd__nand2b_1        0.35
sky130_fd_sc_hd__buf_4           0.35
sky130_fd_sc_hd__a21oi_1         0.13
==> worst min-delay path by stage <==
stage / start / to / slack [ns] / cells after the start
5_1_grt: clk_dut.tx_count[31]$_SDFF_PP0_ / clk_dut.tx_count[31]$_SDFF_PP0_ / 0.49 / 2
4_1_cts: clk_dut.tx_count[31]$_SDFF_PP0_ / clk_dut.tx_count[31]$_SDFF_PP0_ / 0.47 / 2
6_report: clk_dut.tx_count[0]$_SDFF_PP0_ / clk_dut.tx_count[0]$_SDFF_PP0_ / 0.47 / 1
==> per-stage QoR <==
stage,setup slack (ns),instances,power [W]
after floorplan,3.09,1108,0.00115
after global placement,2.18,1383,0.00129
after detailed placement,2.13,1383,0.00129
after CTS,2.45,1398,0.00193
after global routing,2.36,1398,0.00201
final,2.50,1398,0.00190
==> cells by family after synthesis <==
group,Yosys count,synth area share [%]
AND/OR/NAND/NOR,548,27.2
flip-flops,169,39.8
XOR/XNOR,165,14.4
AND-OR/OR-AND,94,5.90
buffers and inverters,52,1.98
adder cells (fa/ha/maj),42,5.20
latches,32,4.75
multiplexers,5,0.743
other,1,0.0371
==> metal layers <==
| metal | vias to the layer above | wire, µm | part of all wire (%) |
|---|---|---|---|
| met5 | - | 0 | 0 |
| met4 | 0 | 70 | 0.37 |
| met3 | 6 | 393 | 2.1 |
| met2 | 66 | 8360 | 44 |
| met1 | 3437 | 10200 | 54 |
| li1 | 3926 | - | - |
Power figures rest on the tool's default switching activity, not on a simulated workload.
